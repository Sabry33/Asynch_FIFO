File: config.mk
export PLATFORM = sky130hd
export DESIGN_NAME = ASYNCH_FIFO
export DESIGN_NICKNAME = ASYNCH_FIFO
export VERILOG_FILES = /design/flow/design.v
export SDC_FILE = /design/flow/constraint.sdc
export NUM_CORES = 4
export LEC_CHECK = 1
export CORE_UTILIZATION = 40
File: constraint.sdc
current_design ASYNCH_FIFO

set clk_period 2.1
set clk_io_pct 0.2

create_clock -name clk0 -period $clk_period [get_ports {R_CLK}]
create_clock -name clk1 -period $clk_period [get_ports {W_CLK}]

set non_clock_inputs [all_inputs -no_clocks]
set_input_delay [expr $clk_period * $clk_io_pct] -clock clk0 $non_clock_inputs
set_output_delay [expr $clk_period * $clk_io_pct] -clock clk0 [all_outputs]
File: design.v
module ASYNCH_FIFO #(parameter PTR_WIDTH = 4, WIDTH = 8)
(
    input wire             W_CLK, W_RST, W_INC,
    input wire             R_CLK, R_RST, R_INC,
    input wire [WIDTH-1:0] WR_DATA,
    output wire [WIDTH-1:0] RD_DATA,
    output wire            FULL, EMPTY
);
wire [PTR_WIDTH-1:0] sync_gray_rptr, sync_gray_wptr;
wire [PTR_WIDTH-1:0] gray_wptr, gray_rptr;
wire [PTR_WIDTH-2:0] r_address, w_address;
RegFile  #(.DATA_WIDTH(WIDTH), .PTR_SIZE(PTR_WIDTH)) U0_RegFile
(
    .wclk(W_CLK),
    .wrst_n(W_RST),
    .wrclken(W_INC && !FULL),
    .waddr(w_address),
    .raddr(r_address),
    .WrData(WR_DATA),
    .RdData(RD_DATA)
);
ASYNCH_FIFO_RD #(.PTR_SIZE(PTR_WIDTH)) U0_ASYNCH_FIFO_RD
(
    .rinc(R_INC),
    .rrst_n(R_RST),
    .rclk(R_CLK),
    .rq2_gray_wptr(sync_gray_wptr),
    .raddr(r_address),
    .gray_rd_ptr(gray_rptr),
    .rempty(EMPTY)
);
ASYNCH_FIFO_WR #(.PTR_SIZE(PTR_WIDTH)) U0_ASYNCH_FIFO_WR
(
    .winc(W_INC),
    .wrst_n(W_RST),
    .wclk(W_CLK),
    .wq2_gray_rptr(sync_gray_rptr),
    .waddr(w_address),
    .gray_wr_ptr(gray_wptr),
    .wfull(FULL)
);
MULTIPLE_FLOP_SYNCH #(.NUM_STAGES(2), .BUS_WIDTH(PTR_WIDTH)) U0_MULTIPLE_FLOP_SYNCH
(
    .CLK(W_CLK),
    .RST(W_RST),
    .ASYNC(gray_rptr),
    .SYNC(sync_gray_rptr)
);
MULTIPLE_FLOP_SYNCH #(.NUM_STAGES(2), .BUS_WIDTH(PTR_WIDTH)) U1_MULTIPLE_FLOP_SYNCH
(
    .CLK(R_CLK),
    .RST(R_RST),
    .ASYNC(gray_wptr),
    .SYNC(sync_gray_wptr)
);
endmodule
module ASYNCH_FIFO_RD #(parameter PTR_SIZE=4)
(
 input  wire                  rinc ,
 input  wire                  rrst_n,rclk,
 input  wire  [PTR_SIZE-1:0]  rq2_gray_wptr ,
 output reg   [PTR_SIZE-2:0]  raddr,
 output wire   [PTR_SIZE-1:0]  gray_rd_ptr,
 output wire                   rempty
);
reg [PTR_SIZE-1:0] bn_rptr;  
assign gray_rd_ptr = bn_rptr ^ (bn_rptr>>1);
assign rempty = (gray_rd_ptr==rq2_gray_wptr);
always @(posedge rclk or negedge  rrst_n)
begin 
    if(!rrst_n)
    begin 
        raddr<='b0;
        bn_rptr<='b0;
    end
    else 
     begin 
        if(!rempty && rinc) begin 
            bn_rptr<=bn_rptr+1'b1;
            raddr<=bn_rptr[PTR_SIZE-2:0];
        end
     end
end
endmodule
module ASYNCH_FIFO_WR #(parameter PTR_SIZE=4)
(
 input  wire                  winc ,
 input  wire                  wrst_n,wclk,
 input  wire  [PTR_SIZE-1:0]  wq2_gray_rptr ,
 output reg   [PTR_SIZE-2:0]  waddr,
 output wire   [PTR_SIZE-1:0] gray_wr_ptr, 
 output wire                  wfull
);
reg [PTR_SIZE-1:0] bn_wptr;  
assign gray_wr_ptr = bn_wptr ^ (bn_wptr>>1);  
assign wfull = (gray_wr_ptr[3]!=wq2_gray_rptr[3]) && (gray_wr_ptr[2]!=wq2_gray_rptr[2]) && (gray_wr_ptr[1:0]==wq2_gray_rptr[1:0]);
always @(posedge wclk or negedge  wrst_n)
begin 
    if(!wrst_n)
    begin 
        waddr<='b0;
        bn_wptr<='b0;
    end
    else 
     begin 
        if(!wfull && winc) begin 
            bn_wptr<=bn_wptr+1'b1;
            waddr <= bn_wptr[PTR_SIZE-2:0];
        end
     end
end
endmodule
module MULTIPLE_FLOP_SYNCH # ( 
   parameter NUM_STAGES = 2 ,
	 parameter BUS_WIDTH = 1 
)(
input    wire                      CLK,
input    wire                      RST,
input    wire    [BUS_WIDTH-1:0]   ASYNC,
output   reg     [BUS_WIDTH-1:0]   SYNC
);
reg   [NUM_STAGES-1:0] sync_reg [BUS_WIDTH-1:0] ;
integer  I ;
always @(posedge CLK or negedge RST)
 begin
  if(!RST)       
   begin
     for (I=0; I<BUS_WIDTH; I=I+1)
      sync_reg[I] <= 'b0 ;
   end
  else
   begin
    for (I=0; I<BUS_WIDTH; I=I+1)
     sync_reg[I] <= {sync_reg[I][NUM_STAGES-2:0],ASYNC[I]};    
   end  
 end
always @(*)
 begin
  for (I=0; I<BUS_WIDTH; I=I+1)
    SYNC[I] = sync_reg[I][NUM_STAGES-1] ; 
 end  
endmodule
module RegFile #(parameter DATA_WIDTH = 8, PTR_SIZE = 4 ) 
(
input wire                  wclk,
input wire                  wrst_n,
input wire                  wrclken,
input reg [PTR_SIZE-2:0]   waddr,
input reg [PTR_SIZE-2:0]   raddr,
input wire [DATA_WIDTH-1:0] WrData,
output  wire [DATA_WIDTH-1:0] RdData
);
integer I ; 
localparam mem_depth = 1<<(PTR_SIZE-1);
reg [DATA_WIDTH-1:0] regArr [mem_depth-1:0] ;    
always @(posedge wclk or negedge wrst_n)
 begin
   if(!wrst_n)  
    begin
      for (I=0 ; I < mem_depth ; I = I +1)
        begin
          regArr[I] <= 0 ;
        end
     end
   else if (wrclken) 
     begin
      regArr[waddr] <= WrData ;
     end       
  end
assign RdData = regArr[raddr];
endmodule
File: run.sh
#!/bin/bash
# OpenROAD 26Q1-2900-gdf79404cd8, Yosys 0.63+post, stock flow scripts
make -C /OpenROAD-flow-scripts/flow DESIGN_CONFIG=/design/flow/config.mk WORK_HOME=/design/flow/orfs finish
==> reports/qor.yml <==
outcome: "finished, violations left"
violations: "hold timing, setup timing"
die_x_um: 104
hold_ws_ps: -1.17
edf_count: 0
finalHoldViolCount: 1
ys_sh_mux: 0.202
place.gp.congestion: 0.828
cts_tree: "yes"
p_switching_mw: 3.66
synthAdderAreaFrac: 0.0120
boundaryPins: 24
fillers: 730
cp_slowest_cell: "dfrtp_2"
cts_hold_buf: 0
ys_top_logic_family: "multiplexers"
ys_cells: 317
drive_gt1_frac: 0.540
routedWlPerCell_um: 17.9
setup_violations: 51
p_sw_frac: 0.344
yosysUniqueCellTypes: 47
yosysTopAreaCell: "dfrtp_1"
top_cell_area_share: 0.562
p_leak_nw: 2.75
worstPathRequired_ps: 1680
drc: 0
grt_max_degree: 49
first_pass_iters: 4
hold_path_class: "in -> async"
drt-initial-drc-count: 102
rrSetupSlack_ps: -80
fin_area_um2: 6000
synth_seq_share: 0.562
dp_hpwl_mm: 5.84
overflow: 0
slew_headroom: 0.703
xor_share: 0.0403
max-cap-violations: 0
largest_reg_flops: 64
ys_async_sr_fraction: 1.00
die_h_um: 104
clk_pin_slew_ps: 80
worst_ir_drop_vdd_mv: 0.673
area_growth_pct: 43.4
path_class: "reg -> out"
grt_antenna_before_repair: 0
dpl_cell_area_um2: 5000
fin_ws_ps: -96.0
yosys.area_share.simple: 0.0869
power.density_nw_per_um2: 1770
core_area_um2: 9950
place.port_buffers: 22
die-area_um2: 10900
synthCells: 317
arrival_ps: 1780
numClockSinks: 94
pwr-share-seq: 0.325
slew_viol_final: 0
num_vias: 2889
synthFlopType: "dfrtp_1"
topCellsByArea: "dfrtp_1, mux2_2, nand2_1"
combPwrFrac: 0.531
endpoint_kind: "primary output"
post_synth_ao_oa_area_fraction: 0.0774
start_kind: "flop"
grt_pass1_wl_mm: 16.3
syn_area_um2: 4190
ys_chip_area_um2: 4190
p_int_mw: 6.96
drtAntennaViolNets: 0
initial_core_util: 0.421
worst_pin_slew_ps: 445
max_stage_delay_ps: 420
fp-row-count: 36
path_cells: "nor2b_1, buf_4, buf_12, a221oi_4, nor2_1, o32a_1, buf_2"
clockPowerShare: 0.143
groute.usage.overall: 0.201
skew_ps: 12.4
yosysWarnings: 6
avgSynthCellArea_um2: 13.2
drt_wl_total_mm: 9.92
rsz0062_at_grt: "true"
crit_fanout: 4
ys_ff: 94
warning_count: 29
setup_tns_ps: -2060
post_drt_via_cell_ratio: 5.21
antenna_cells: 0
grt_pass1_vias: 3040
-- Yosys cell counts, types with 3 or more instances --
cell type / n
nor2b_1: 6
mux2i_1: 7
o22ai_1: 3
buf_1: 4
inv_1: 5
clkbuf_1: 9
xor2_1: 9
a221oi_1: 6
dfrtp_1: 94
xnor2_1: 5
a22oi_1: 3
nor2_1: 14
o2bb2ai_1: 3
nand3_1: 5
a22o_1: 3
nand2_1: 25
a21oi_1: 7
o21ai_0: 3
ha_1: 4
mux2_2: 69
-- worst max-delay path, delay by kind of cell (launching register included) --
kind	cells	cell delay, ps
buffers and inverters	3	410
AND/OR/NAND/NOR	2	200
AND-OR/OR-AND	2	490
flip-flops	1	420
-- cell families after synthesis --
family / Yosys count
buffers and inverters: 21
adder cells (fa/ha/maj): 4
XOR/XNOR: 16
AND/OR/NAND/NOR: 66
multiplexers: 76
flip-flops: 94
AND-OR/OR-AND: 40
-- routing by layer --
layer	vias to the layer above	global-route usage	share of wire
li1	1341	-	-
met1	1468	0.331	0.48
met2	70	0.284	0.45
met3	10	0.0555	0.057
met4	0	0.0245	0.012
met5	-	0	0
-- cell type report --
type | count | area, µm² | area share
Sequential cell | 94 | 2360 | 0.393
Multi-Input combinational cell | 202 | 2220 | 0.370
Timing Repair Buffer | 100 | 955 | 0.159
Tap cell | 133 | 166 | 0.0277
Clock buffer | 12 | 165 | 0.0275
Clock inverter | 8 | 110 | 0.0183
Inverter | 6 | 23.8 | 0.00396
-- metrics by stage --
step	setup WS [ps]	instances	power, mW	utilization
2_1_floorplan	-129	317	5.76	-
3_3_place_gp	-166	500	7.40	0.502
3_5_place_dp	-171	500	7.46	0.502
4_1_cts	-92.7	550	10.4	0.593
5_1_grt	-176	555	11.3	0.603
6_report	-96.0	555	10.6	0.603
-- placed cells by master (no fill, tap or decap), drive strengths merged, types with 2 or more instances in the layout --
cell type	synthesis	routed
nor4	3	3
o21ai	3	3
o22a	2	2
buf	5	83
a31oi	2	2
nor3	2	2
a21oi	7	7
bufinv	0	2
mux2	69	69
ha	4	4
dlygate4sd2	0	3
inv	5	8
o22ai	3	3
o41ai	2	2
xnor2	5	5
mux2i	7	7
xor2	9	9
nor2	14	14
clkdlybuf4s50	0	11
dfrtp	94	94
o2bb2ai	3	3
nand4b	2	2
nor2b	6	6
clkbuf	10	14
nand3	6	6
nor4b	2	2
nand2b	2	2
nand2	25	25
clkinv	1	3
a22oi	3	3
a22o	3	3
a221oi	6	6
-- power groups by stage --
stage	combinational (mW)	sequential [mW]	clock, mW
6_report	5.65	3.46	1.52
5_1_grt	6.05	3.58	1.63
4_1_cts	5.40	3.41	1.56
-- repair_timing --
action / 4_1_cts / 5_1_grt
pin swaps: 39 / 19
gates cloned: 1 / 0
setup buffers: 30 / 7
endpoints found under the hold margin: 0 / 0
resized: 119 / 15
endpoints found under the setup margin: 74 / 66
-- path summary, 6_finish.rpt --
kind                       cells past startpoint                                            start                                              end
hold reg to reg                                0  U1_MULTIPLE_FLOP_SYNCH.sync_reg[0][0]$_DFF_PN0_  U1_MULTIPLE_FLOP_SYNCH.sync_reg[0][1]$_DFF_PN0_
min in group clk1                              0  U0_MULTIPLE_FLOP_SYNCH.sync_reg[1][0]$_DFF_PN0_  U0_MULTIPLE_FLOP_SYNCH.sync_reg[1][1]$_DFF_PN0_
setup / recovery                               7           U0_ASYNCH_FIFO_RD.raddr[0]$_DFFE_PN0P_                                       RD_DATA[6]
max in group asynchronous                      2                                            R_RST           U0_ASYNCH_FIFO_RD.raddr[1]$_DFFE_PN0P_
min in group clk0                              0  U1_MULTIPLE_FLOP_SYNCH.sync_reg[0][0]$_DFF_PN0_  U1_MULTIPLE_FLOP_SYNCH.sync_reg[0][1]$_DFF_PN0_
hold / removal                                 1                                            W_RST         U0_ASYNCH_FIFO_WR.bn_wptr[1]$_DFFE_PN0P_
max in group clk1                              6         U0_ASYNCH_FIFO_WR.bn_wptr[1]$_DFFE_PN0P_              U0_RegFile.regArr[5][5]$_DFFE_PN0P_
setup reg to reg                               6         U0_ASYNCH_FIFO_WR.bn_wptr[1]$_DFFE_PN0P_              U0_RegFile.regArr[5][5]$_DFFE_PN0P_
Power figures rest on the tool's default switching activity, not on a simulated workload.
